`constraint.sdc`:
```
current_design swap1

set clk_period 2.3
set clk_io_pct 0.2

create_clock -name clk0 -period $clk_period [get_ports {Clock}]

set non_clock_inputs [all_inputs -no_clocks]
set_input_delay [expr $clk_period * $clk_io_pct] -clock clk0 $non_clock_inputs
set_output_delay [expr $clk_period * $clk_io_pct] -clock clk0 [all_outputs]
```
`run.sh`:
```
#!/bin/bash
# OpenROAD 26Q1-2900-gdf79404cd8, Yosys 0.63+post, stock flow scripts
make -C /OpenROAD-flow-scripts/flow DESIGN_CONFIG=/design/flow/config.mk WORK_HOME=/design/flow/orfs finish
```
`config.mk`:
```
export PLATFORM = sky130hd
export DESIGN_NAME = swap1
export DESIGN_NICKNAME = swap1
export VERILOG_FILES = /design/flow/design.v
export SDC_FILE = /design/flow/constraint.sdc
export NUM_CORES = 4
export LEC_CHECK = 1
export CORE_AREA = 10 10 96 96
export DIE_AREA = 0 0 106 106
```
`design.v`:
```
module regn (R, L, Clock, Q);
parameter n = 8;
input [n-1:0] R;
input L, Clock;
output [n-1:0] Q;
reg [n-1:0] Q;
always @(posedge Clock)
if (L)
Q <= R;
endmodule
module swap1 (Resetn, Clock, w, Data, Extern, R1, R2, R3, BusWires, Done);
parameter n = 8;
input Resetn, Clock, w, Extern;
input [n-1:0] Data;
output [n-1:0] BusWires,R1, R2, R3 ;
reg [n-1:0] BusWires, R1, R2, R3;
output Done;
wire R1in, R1out, R2in, R2out, R3in, R3out, RinExt1, RinExt2;
reg [2:0] y, Y;
parameter [2:0] A = 3'b000, B = 3'b001, C = 3'b010, D = 3'b011, E = 3'b100;
always @(w or y)
begin
case (y)
A: if (w) Y = B;
else Y = A;
B: Y = C;
C: Y = D;
D: Y = E;
E: Y = A;
endcase
end
always @(negedge Resetn or posedge Clock)
begin
if (Resetn == 0) y <= A;
else y <= Y;
end
assign RinExt1 = (y == A);
assign RinExt2 = (y == B);
assign R3in = (y == C);
assign R1out = (y == C);
assign R2out = (y == D);
assign R1in = (y == D);
assign R3out = (y == E);
assign R2in = (y == E);
assign Done = (y == E);
always @(Extern or R1out or R2out or R3out)
if (Extern) BusWires = Data;
else if (R1out) BusWires = R1;
else if (R2out) BusWires = R2;
else if (R3out) BusWires = R3;
regn reg3 (BusWires, R3in, Clock, R3);
regn reg4 (BusWires, RinExt1 | R1in, Clock, R1);
regn reg5 (BusWires, RinExt2 | R2in, Clock, R2);
endmodule
```
==> results.json <==
{
  "fp.coreArea_um2": 7210,
  "chipArea_um2": 11200,
  "place_congestion": 0.732,
  "cts_root_buf": "clkbuf_8",
  "max-slew-margin-rel_pct": 42.5,
  "max_freq_mhz": 493,
  "top_layer_used": "met4",
  "slew_viol_final": 0,
  "warning_count": 25,
  "p_per_area_nw_per_um2": 425,
  "grt_use_total_pct": 6.83,
  "fp-utilization_pct": 19.8,
  "grt_pass1_wl_um": 5910,
  "num_vias": 920,
  "synthAdderAreaFrac_pct": 0,
  "dp_hpwl_um": 2800,
  "crit_family": "buffers and inverters",
  "p_leak_nw": 0.709,
  "h-tree-depth": 1,
  "tightest_slew_ns": 0.861,
  "critical_path.max_stage_delay_ns": 0.52,
  "unclocked_regs": 11,
  "pin_count": 45,
  "syn_to_final_growth_pct": 42.3,
  "portBuffers": 44,
  "ys_cells": 101,
  "avgSynthCellArea_um2": 14.1,
  "antenna_left": 0,
  "path_buffers": 1,
  "r2r_cells": 4,
  "finalHoldViolations": 0,
  "setup_viol": 0,
  "synth.cellmix.compoundShare_pct": 15.7,
  "period_used_pct": 88.1,
  "ys_area_um2": 1430,
  "dp_cells": 243,
  "ys_ff": 38,
  "start_kind": "flip-flop",
  "fp-row-count": 31,
  "cts_tree": "yes",
  "cts_buffers": 3,
  "synthXorXnorAreaFrac_pct": 1.23,
  "post_cts_resized": 0,
  "crit_arrival_ns": 1.57,
  "top_logic_kind": "AND-OR/OR-AND gates",
  "grt_start_max_net_pins": 18,
  "untimed_endpoints": 46,
  "cp_cell_sequence": "nor3b_1 -> clkdlybuf4s50_1",
  "drtIter0Drc": 32,
  "rsz0062_at_grt": "false",
  "synthMuxAreaShare_pct": 0,
  "setup_ws_ns": 0.273,
  "via_per_inst": 3.72,
  "worst_r2r_startpoint": "y[0]$_DFF_PN0_",
  "ir_worst_vdd_mv": 0.185,
  "met1_length_um": 1760,
  "grt_pass1_vias": 976,
  "die_w_um": 106,
  "drv_cap": 0,
  "die_h_um": 106,
  "syn_inst": 101,
  "cts.clk_slew.worst_paths_ns": 0.08,
  "clock_path_buffers": 2,
  "antenna_found_initial": 0,
  "worstPathMaxFanout": 8,
  "cp.depth": 2,
  "critPathRequiredTime_ns": 1.84,
  "grt_overflow_total": 0,
  "clk_latency_ns": 0.27,
  "simple_gate_share_pct": 11.5,
  "wl_per_cell_um": 15.6,
  "ys_types": 21,
  "status": "complete, no violations",
  "drc": 0,
  "cts_setup_buffers": 0,
  "ctsHoldBuffers": 0,
  "routed_wl_um": 3860,
  "layout-drive-gt1-share_pct": 18.9,
  "skew_ns": 0.00880,
  "pre_cts_ws_ns": 0.566,
  "crit_type": "flip-flop to output pin",
  "met3WireLength_um": 336,
  "ys_warn_count": 2,
  "dr.pass1.iters": 2,
  "antennaDiodeCount": 0,
  "crit_slowest_cell": "clkdlybuf4s50_1",
  "end_kind": "output pin",
  "syn_area_um2": 1430,
  "min_path_type": "primary input to asynchronous set/reset pin",
  "finalCriticalPeriod_ns": 2.03,
  "setup-tns-final_ns": 0,
  "dr_wl_met2_um": 1750,
  "instances_no_fill": 247,
  "crit_start": "y[1]$_DFF_PN0_"
}
==> per-layer routing <==
| layer | global-route usage (%) | vias to the layer above |
|---|---|---|
| met3 | 2.69 | 2 |
| met2 | 10.6 | 32 |
| met5 | 0 | - |
| met1 | 9.33 | 430 |
| li1 | - | 456 |
| met4 | 0.580 | 0 |
==> layout by cell type, fill, tap and decap left out, drive strengths merged <==
cell type / netlist / final
o31ai: 8 / 8
nor2b: 2 / 2
dlxtn: 11 / 11
a211oi: 8 / 8
and2: 8 / 8
dfrtp: 3 / 3
a21oi: 1 / 1
nor2: 12 / 12
inv: 1 / 1
o22ai: 1 / 1
nand2b: 1 / 1
nand2: 8 / 8
clkbuf: 2 / 3
nor3b: 1 / 1
clkinvlp: 0 / 1
o21ai: 1 / 1
edfxtp: 24 / 24
o21a: 1 / 1
nor3: 1 / 1
xnor2: 2 / 2
clkdlybuf4s50: 0 / 44
buf: 5 / 6
==> Yosys cell counts <==
master	count	area share [%]
edfxtp_1	24	51
nor2_1	12	3.2
dlxtn_1	11	12
a211oi_2	8	7.0
and2_1	8	3.5
nand2_1	8	2.1
o31ai_2	8	7.0
buf_4	3	1.6
dfrtp_1	3	5.3
buf_6	2	1.6
clkbuf_2	2	0.70
nor2b_1	2	0.88
xnor2_1	2	1.2
a21oi_1	1	0.35
inv_2	1	0.26
nand2b_4	1	0.97
nor3_1	1	0.35
nor3b_1	1	0.53
o21a_1	1	0.53
o21ai_0	1	0.35
o22ai_1	1	0.44
==> sequential cells by signal (all words and copies together), names as in the netlist <==
signal / cells
BusWires: 8
Y: 3
reg3.Q: 8
reg4.Q: 8
reg5.Q: 8
y: 3
==> final cells by class <==
type / count / area [um2]
multi-input cells: 55 / 405
clock buffers: 3 / 41.3
inverters: 1 / 3.75
well taps: 99 / 124
flip-flops and latches: 38 / 961
clock inverters: 1 / 7.51
fillers: 763 / 5190
repair buffers: 50 / 485
==> logic make-up after synthesis <==
kind of cell / after synthesis
AOI/OAI and AO/OA: 20
latches: 11
buffers and inverters: 8
DFF: 27
and+or+nand+nor: 33
xor gates and xnor gates: 2
==> through the flow <==
| step | area [um2] | utilization (%) | hold slack, ns | total power [W] |
|---|---|---|---|---|
| CTS | 2030 | 28.1 | 0.376 | 0.000877 |
| global route | 2030 | 28.1 | 0.384 | 0.000902 |
| global placement | 1980 | 27.4 | 0.664 | 0.000610 |
| detailed placement | 1980 | 27.4 | 0.666 | 0.000610 |
| floorplan | 1430 | - | 0.164 | 0.000572 |
| finish | 2030 | 28.1 | 0.385 | 0.000862 |
==> power by group <==
group          total [W]  switching [W]  internal (W)
clock           0.000264       0.000142      0.000123
combinational  0.0000550      0.0000195     0.0000355
sequential      0.000543     0.00000433      0.000539
total           0.000862       0.000166      0.000697
==> worst paths after layout <==
path	endpoint	slack [ns]
worst max-delay path	Done	0.27
worst min-delay path	y[0]$_DFF_PN0_	0.39
worst max register to register	reg4.Q[6]$_DFFE_PP_	0.93
worst min register to register	reg4.Q[2]$_DFFE_PP_	0.90
max in group asynchronous	y[1]$_DFF_PN0_	1.76
min in group clk0	reg4.Q[2]$_DFFE_PP_	0.90
Power and IR drop assume default switching activity.
