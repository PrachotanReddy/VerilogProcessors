==> flow/run.sh <==
#!/bin/bash
# OpenROAD 26Q1-2900-gdf79404cd8, Yosys 0.63+post, stock flow scripts
make -C /OpenROAD-flow-scripts/flow DESIGN_CONFIG=/design/flow/config.mk WORK_HOME=/design/flow/orfs finish
==> flow/config.mk <==
export PLATFORM = sky130hd
export DESIGN_NAME = proc_mux
export DESIGN_NICKNAME = proc_mux
export VERILOG_FILES = /design/flow/design.v
export SDC_FILE = /design/flow/constraint.sdc
export NUM_CORES = 4
export LEC_CHECK = 1
export CORE_AREA = 10 10 105 105
export DIE_AREA = 0 0 115 115
==> flow/constraint.sdc <==
current_design proc_mux

set clk_period 6.6
set clk_io_pct 0.2

create_clock -name clk0 -period $clk_period [get_ports {Clock}]

set non_clock_inputs [all_inputs -no_clocks]
set_input_delay [expr $clk_period * $clk_io_pct] -clock clk0 $non_clock_inputs
set_output_delay [expr $clk_period * $clk_io_pct] -clock clk0 [all_outputs]
==> flow/design.v <==
module proc_mux(Data, Reset, w, Clock, F, Rx, Ry,R0, R1, R2, R3, Count, I, BusWires);
input [3:0] Data;
input Reset, w, Clock;
input [1:0] F, Rx, Ry;
output [1:0] Count, I;
output [3:0] BusWires, R0, R1, R2, R3;
reg [3:0] BusWires;
reg [3:0] Sum;
reg [0:3] Rin, Rout;
reg Extern, Ain, Gin, Gout, AddSub;
wire [0:3] Xreg, Y;
wire [3:0] A, G;
wire [1:6] Func, FuncReg, Sel;
upcount1 counter (Reset, Clock, Count);
assign Func = {F, Rx, Ry};
wire FRin = w & ~Count[1] & ~Count[0];
regn3 functionreg (Func, FRin, Clock, FuncReg);
assign I = FuncReg[1:2];
dec2to4 decX (FuncReg[3:4], 1'b1, Xreg);
dec2to4 decY (FuncReg[5:6], 1'b1, Y);
always @(Count or I or Xreg or Y)
begin
Extern = 1'b0; Ain = 1'b0; Gin = 1'b0;
Gout = 1'b0; AddSub = 1'b0; Rin = 4'b0; Rout = 4'b0;
case (Count)
2'b00: ;  
2'b01:  
case (I)
2'b00: begin  
Extern = 1'b1; Rin = Xreg;
end
2'b01: begin  
Rout = Y; Rin = Xreg;
end
default: begin  
Rout = Xreg; Ain = 1'b1;
end
endcase
2'b10:  
case(I)
2'b10: begin  
Rout = Y; Gin = 1'b1;
end
2'b11: begin  
Rout = Y; AddSub = 1'b1; Gin = 1'b1;
end
default: ;  
endcase
2'b11:
case (I)
2'b10, 2'b11: 
begin
Gout = 1'b1; Rin = Xreg;
end
default: ;  
endcase
endcase
end
regn2 reg_0 (BusWires, Rin[0], Clock, R0);
regn2 reg_1 (BusWires, Rin[1], Clock, R1);
regn2 reg_2 (BusWires, Rin[2], Clock, R2);
regn2 reg_3 (BusWires, Rin[3], Clock, R3);
regn2 reg_A (BusWires, Ain, Clock, A);
always @(AddSub or A or BusWires)
begin
if (!AddSub)
Sum = A + BusWires;
else
Sum = A - BusWires;
end
regn2 reg_G (Sum, Gin, Clock, G);
assign Sel = {Rout, Gout, Extern};
always @(Sel or R0 or R1 or R2 or R3 or G or Data)
begin
if (Sel == 6'b100000)
BusWires = R0;
else if (Sel == 6'b010000)
BusWires = R1;
else if (Sel == 6'b001000)
BusWires = R2;
else if (Sel == 6'b000100)
BusWires = R3;
else if (Sel == 6'b000010)
BusWires = G;
else BusWires = Data;
end
endmodule
module upcount1(Clear, Clock, Q);
input Clear, Clock;
output [1:0] Q;
reg [1:0] Q;
always @(posedge Clock)
if (Clear)
Q <= 0;
else
Q <= Q + 1;
endmodule
module regn2(R, L, Clock, Q);
parameter n = 4;
input [n-1:0] R;
input L, Clock;
output[n-1:0] Q;
reg [n-1:0] Q;
always @(posedge Clock)
if (L)
Q <= R;
endmodule
module dec2to4 (W, En, Y);
input [1:0]W;
input En;
output [0:3] Y;
reg [0:3] Y;
always @(W or En)
case ({En,W})
3'b100: Y = 4'b1000;
3'b101: Y = 4'b0100;
3'b110: Y = 4'b0010;
3'b111: Y = 4'b0001;
default: Y = 4'b0000;
endcase
endmodule
module regn3(R, L, Clock, Q);
parameter n = 6;
input [n-1:0] R;
input L, Clock;
output[n-1:0] Q;
reg [n-1:0] Q;
always @(posedge Clock)
if (L)
Q <= R;
endmodule
==> Changelog: implementation <==
### Physical design

* Worst Max-Slew Pin Slew at 768.2 ps
* Post-synthesis sequential area ratio at 0.5040
* Slew HR at 0.4868
* Yosys Chip Area at 0.001867 sq mm
* FILL cells at 921
* #FFs+latches synth at 32
* Cell Area, Synth at 0.001867 sq mm
* Adders+Majority by Area at 0.07105
* Hold-fix buffers, CTS at 0
* Fmax achieved at roughly 210 MHz
* WL final at 4.531 mm
* Number of global-route vias before repair at 1359
* Fin. Hold Viols at 0
* Routed Antenna Nets at 0
* Switch share at 0.2813
* Pint at between 300 and 400 uW
* Via density at around 4.5
* Number of max-cap violations at 0
* Worst Hold Class: reg2reg
* CP peak stage delay at between 400 and 500 ps
* Synth top area cells: edfxtp_1 48%, ha_1 6.0%, dfxtp_1 2.1%
* Half-perimeter wire length after placement at 3.564 mm
* Period minus WS final at 4741 ps
* Die width at 115 um
* Worst setup SP type: input port
* Final Max Slew Viols at 0
* Setup_tns at 0 ps
* Psw at 148.5 uW
* Clock Skews at 5.807 ps
* Insertion Delay late pin at 280 ps
* AND/OR/NAND/NOR Cells, Area Fraction at 0.1595
* Worst-path fanout max at 8
* Core area at ~0.009 sq mm
* Final Instance Area at 0.002419 sq mm
* Slowest-stage cell, CP: clkdlybuf4s50_1
* Antenna diodes at 0
* Cell family with most CP delay: AND-OR/OR-AND gates
* Pre-Place Util at 0.2130
* CP Buf/Inv Count at 2
* # resized after CTS at 0
* Post-synth mux share at 0.02815
* Max Root-Sink Buffers at 2
* DP Area at 0.002326 sq mm
* Yosys cell types at 53
* Die H at 115 um
* Log Warnings at 29
* Gpl congestion at 0.8483
* DR pass1 iterations at 4
* Routed vias at 1365
* DR WL/cell at 15.05 um
* Syn Inst Count at 154
* CP most frequent cell: o21a_1
* DRT iter0 DRCs at roughly 85
* WP data required at 6640 ps
* CTS Buf Count at 5
* Number of enable flip-flop cells at 30
* XOR-XNOR Cells, Area Fraction at 0.01408
* Yosys Instances at around 150
* Yosys top cell by instances: edfxtp_1
* Gate power share at 0.239
* Fin util at 0.2760
* CP Capture Type: flip-flop
* Die footprint at 0.01323 sq mm
* Yosys top cell by area: edfxtp_1
* Clock Power Share at 0.288
* Post-synth top area share at 0.4826
* Syn Area/Cell at 12.12 sq um
* Clock-pin slew of the registers on the worst-case setup and hold paths at approximately 70 ps
* CP Data Arrival Time at ~4800 ps
* Logic area at roughly 850 sq um
* RSZ-0062 raised after global routing: false
* Sequential fraction of design power at 0.473
* Status: completed
* CP cell instances: clkdlybuf4s50_1 -> mux2_2 -> a32oi_1 -> a211o_2 -> a31oi_4 -> inv_1 -> ha_1 -> nand2_1 -> o21a_1 -> ha_1 -> nor2b_1 -> o21a_1 -> o21a_1 -> o21ai_0 -> o311ai_0 -> a211o_1 -> xnor2_1
* Ys flop type: edfxtp_1
* Setup Fix Bufs, Post-CTS at 0
* H-tree Lvls at 2
* Top logic family: AND-OR/OR-AND gates
* Area delta synth->final at 29.56%
* Post-route clock period utilization at 0.7184
* Layout cells sized above 1 at 0.1244
* Total gr overflow at 0
* Total GRT Usage at 0.06806
* Async set or reset register ratio after synthesis at 0
* Top cells by count: 30 x edfxtp_1, 10 x inv_1, 9 x ha_1, 9 x nor2_1, 8 x nand2_1
* # IOs at 37
* Pleak at 0.0008515 uW
* Clock sinks at 32
* Aoi/oai-family share of the synthesized area at 0.1836
* PD cells at around 220 mW/mm^2
* DRC at 0
* First-pass GRT wire length at a little over 7 mm
* Rows at 34
* Crit path kind: in2reg
* Port bufs at 36
* Root Buffer: clkbuf_8
* Initial antenna violation count at 0
* Setup violations, final at 0
* Worst VDD drop at 0.00008995 V
* Largest net degree at the start of global routing at 18
* CTS tree: yes
* YS warnings at 5
* Seq. cell area at 940.9 sq um
-- cells by family after synthesis --
| kind of cell | after synthesis |
|---|---|
| buffers and inverters | 15 |
| xor gates and xnor gates | 3 |
| muxes | 5 |
| adders and majority gates | 10 |
| DFF | 32 |
| and+or+nand+nor | 51 |
| AOI/OAI and AO/OA | 38 |
-- final timing paths --
check | from | end | slack [ps] | cells past startpoint
worst min register to register | counter.Q[0] | counter.Q[0] | 490 | 1
worst min-delay path | counter.Q[0] | counter.Q[0] | 490 | 1
worst max-delay path | Data[1] | reg_G.Q[3] | 1860 | 17
worst max register to register | counter.Q[1] | reg_G.Q[3] | 2040 | 19
-- cell type report --
cell class | count | area share
flip-flops and latches | 32 | 0.3890
multi-input cells | 107 | 0.3523
repair buffers | 36 | 0.1490
well taps | 108 | 0.05587
clock buffers | 5 | 0.02845
inverters | 10 | 0.01552
clock inverters | 3 | 0.009829
-- routing by layer --
| layer | vias to the layer above | track usage | wire [um] |
|---|---|---|---|
| li1 | 666 | - | - |
| met1 | 650 | 0.08620 | 2052 |
| met2 | 44 | 0.1070 | 2030 |
| met3 | 5 | 0.03428 | 399 |
| met4 | 0 | 0.006601 | 48 |
| met5 | - | 0 | 0 |
-- power by group through the flow --
stage     logic [uW]  clock network, uW  registers [uW]
4_1_cts          128                157             250
5_1_grt          144                168             251
6_report         126                152             250
-- state kept, by name, indices dropped and copies added (netlist names) --
name	count
reg_A.Q	4
reg_2.Q	4
reg_0.Q	4
reg_1.Q	4
counter.Q	2
reg_G.Q	4
functionreg.Q	6
reg_3.Q	4
-- metrics by stage --
step | power, uW | instances | hold slack [ps] | setup slack [ps]
CTS | 535.3 | 301 | 499.2 | 1868
floorplan | 336.9 | 154 | 432.7 | 2298
global placement | 379.3 | 293 | 472.7 | 1661
finish | 528.0 | 301 | 493.2 | 1859
global route | 563.1 | 301 | 523.4 | 1601
detailed placement | 381.8 | 293 | 483.9 | 1583
-- placed cells by master, fill, tap and decap left out, types with 3 or more instances in the layout --
| master | count |
|---|---|
| clkdlybuf4s50_1 | 36 |
| edfxtp_1 | 30 |
| inv_1 | 10 |
| nor2_1 | 9 |
| ha_1 | 9 |
| nand2_1 | 8 |
| o21ai_0 | 7 |
| nand3_1 | 5 |
| clkbuf_8 | 5 |
| nor3_1 | 4 |
| and2_1 | 4 |
| a21oi_1 | 4 |
| and3_1 | 3 |
| nand4_1 | 3 |
| a211oi_1 | 3 |
| o21a_1 | 3 |
| mux2i_1 | 3 |
| xnor2_1 | 3 |
Power is estimated from default activity; no workload was simulated.
